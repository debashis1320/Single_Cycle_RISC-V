**flow/run.sh**
```bash
#!/bin/bash
# OpenROAD 26Q1-2900-gdf79404cd8, Yosys 0.63+post, stock flow scripts
make -C /OpenROAD-flow-scripts/flow DESIGN_CONFIG=/design/flow/config.mk WORK_HOME=/design/flow/orfs finish
```
**flow/config.mk**
```make
export PLATFORM = sky130hd
export DESIGN_NAME = Top1
export DESIGN_NICKNAME = Top1
export VERILOG_FILES = /design/flow/design.v
export SDC_FILE = /design/flow/constraint.sdc
export NUM_CORES = 4
export LEC_CHECK = 1
export CORE_UTILIZATION = 50
export SYNTH_MEMORY_MAX_BITS = 65536
```
**flow/constraint.sdc**
```tcl
current_design Top1

set clk_period 296.1
set clk_io_pct 0.2

create_clock -name clk0 -period $clk_period [get_ports {clk}]

set non_clock_inputs [all_inputs -no_clocks]
set_input_delay [expr $clk_period * $clk_io_pct] -clock clk0 $non_clock_inputs
set_output_delay [expr $clk_period * $clk_io_pct] -clock clk0 [all_outputs]
```
**flow/design.v**
```verilog
`timescale 1ns / 1ps
module ALU(x,y,ALUControl,cout,zero,result);
input [63:0]x,y;
input [3:0]ALUControl;
output reg cout;
output reg[63:0]result;
output reg zero;
always @(x,y,ALUControl)
begin
case(ALUControl)
4'b0010:{cout,result}=x+y;
4'b0110:{cout,result}=x-y;
4'b0000:result=x&y;
4'b0001:result=x|y;
default:result=64'bx;
endcase
if(result==0)
            begin
                 zero=1;
            end
else
    begin
         zero=0;
    end
end
endmodule
`timescale 1ns / 1ps
module DM(
input wire clk,
input wire [63:0] address,
input wire [63:0] write_data,
input wire mem_write,
input wire mem_read,
output reg [63:0] read_data
);
reg [63:0] memory [0:255];  
integer i;
initial
    begin
    for(i=0;i<10;i=i+1)
    begin
   memory[i]=i;
    end
    end
 always @(posedge clk) begin
   if (mem_write) 
   begin
   memory[address] <= write_data;  
    end
    end
 always @(mem_read,address) 
 begin
  if (mem_read) 
  begin
    read_data = memory[address]; 
    end 
    else 
    begin
      read_data = 64'b0;  
    end
    end
endmodule
`timescale 1ns / 1ps
module IR(                                     
input [63:0] address_in,
output reg [31:0] inst);
reg [7:0] mem[511:0];
initial
begin
        mem[0] = 8'b0;
        mem[1] = 8'b0;
        mem[2] = 8'b0;
        mem[3] = 8'b0;
        mem[4] = 8'b10000011;;
        mem[5] = 8'b00000000;
        mem[6] = 8'b00000001;
        mem[7] = 8'b00000000; 
        mem[8] = 8'b00000011;
        mem[9] = 8'b10000010;
        mem[10]= 8'b00000001;
        mem[11]= 8'b00000000; 
        mem[12]= 8'b10110011;
        mem[13]= 8'b10001111;
        mem[14]= 8'b01000000;
        mem[15]= 8'b00000000; 
        mem[16]= 8'b00100011;
        mem[17]= 8'b0;
        mem[18]= 8'b11110000;
  	mem[19]= 8'b00000001; 
	mem[20]= 8'b01100011;	 
        mem[21]= 8'b10000101;   
        mem[22]= 8'b00100000;   
        mem[23]= 8'b0;       
        mem[24]= 8'b0;
        mem[25]= 8'b0;
        mem[40]=  8'b00000011;                      
        mem[41]=  8'b10000010;                      
        mem[42]=  8'b00000001;                      
        mem[43]=  8'b00000000; 
end
always @( address_in)
begin
inst={mem[address_in+3],mem[address_in+2],mem[address_in+1],mem[address_in]};
end
endmodule
`timescale 1ns / 1ps
module Top1(input reset,clk,start,
output [63:0]readData1,readData2,ALUOut,writeData,
output [31:0]inst,
output  [63:0]ALUIn2,imm_out,DM_out,
output  [3:0] ALUControl,
output  Branch,cout,zero,MemRead,MemtoReg,MemWrite,ALUSrc,RegWrite
    );
     wire [63:0]t3;
  wire sel;  
   pc_ir_add2_mux u2(
        .start(start),.clk(clk),.sel(sel),
       .t3(t3),
     .inst(inst)
             );
 cnt_op  u1(
    .A(inst),
    .reset(reset),
    .clk(clk),
     .imm(imm_out),
    .Branch(Branch),
     .cout(cout),.zero(zero),    
    . MemRead(MemRead),
    . MemtoReg(MemtoReg),
    . MemWrite(MemWrite),
    . ALUSrc(ALUSrc),
    . RegWrite(RegWrite),
    .ALUControl(ALUControl)
    ,.result(ALUOut),
    .readData1(readData1),
       .readData2(readData2),
       .writeData(writeData)
        );
         imm_gen u3(.A(inst),.B(imm_out));
                   assign t3=imm_out<<2;
           and(sel,Branch,zero);
endmodule
`timescale 1ns / 1ps
module adder(
input [63:0]x,y,
output reg [63:0]sum,
output reg c
    );
 always @(x,y)
 begin
 {c,sum}=x+y;
 end
 endmodule
`timescale 1ns / 1ps
module cnt_op(
input [31:0]A,
input reset,clk,
input [63:0] imm,
 output Branch, 
 cout,zero,    
output MemRead,
output MemtoReg,
output MemWrite,
output ALUSrc,
output RegWrite,
output [3:0] ALUControl
,output [63:0]result,
output [63:0]readData1,
output [63:0]readData2,
output [63:0]writeData
    );
    wire[63:0] ALUIn2,DM_out;
    control  u1(
       .inst(A), 
       .reset(reset) ,
       .Branch(Branch) ,    
       .MemRead(MemRead),
       .MemtoReg(MemtoReg),
       .MemWrite(MemWrite),
       .ALUControl(ALUControl),
       .ALUSrc(ALUSrc),
       .RegWrite(RegWrite)
    );
  RF1 RF(
             .readData1(readData1),.readData2(readData2),.writeData(writeData),.RegWrite(RegWrite),.clk(clk),. readReg1(A[19:15]) ,.readReg2(A[24:20]),.writeReg(A[11:7])
         );
  mux mux2(.sel(ALUSrc),.in0(readData2),.in1(imm),.out(ALUIn2));
  DM DM(
     .clk(clk),
      .address(result),                           
     . write_data(readData2),
    . mem_write(MemWrite),
    . mem_read(MemRead),
     . read_data(DM_out)
       );  
   ALU u4( .x(readData1),.y(ALUIn2),.ALUControl(ALUControl),.cout(cout),.zero(zero),.result(result));
    mux mux3(.sel(MemtoReg),.in0(result),.in1(DM_out),.out(writeData));
endmodule
module control(
  input [31:0] inst, 
  input reset,
  output reg Branch,     
  output reg MemRead,
  output reg MemtoReg,
  output reg MemWrite,
  output reg [3:0] ALUControl,
  output reg ALUSrc,
  output reg RegWrite
);
wire [3:0] p;
wire [6:0] opcode;
assign p = {inst[30], inst[14:12]};
assign opcode = inst[6:0];
always @(inst or reset) begin
  if (reset) begin
    ALUSrc      <= 0;
    MemtoReg    <= 0;
    RegWrite    <= 0;
    MemRead     <= 0;
    MemWrite    <= 0;
    Branch      <= 0;
    ALUControl  <= 4'bx;
  end else begin
    case (opcode)
      7'b0110011: begin  
        case (p)
          4'b0000: begin  
            ALUSrc     <= 0;
            MemtoReg   <= 0;
            RegWrite   <= 1;
            MemRead    <= 0;
            MemWrite   <= 0;
            Branch     <= 0;
            ALUControl <= 4'b0010;
          end
          4'b1000: begin  
            ALUSrc     <= 0;
            MemtoReg   <= 0;
            RegWrite   <= 1;
            MemRead    <= 0;
            MemWrite   <= 0;
            Branch     <= 0;
            ALUControl <= 4'b0110;
          end
          4'b0111: begin  
            ALUSrc     <= 0;
            MemtoReg   <= 0;
            RegWrite   <= 1;
            MemRead    <= 0;
            MemWrite   <= 0;
            Branch     <= 0;
            ALUControl <= 4'b0000;
          end
          4'b0110: begin  
            ALUSrc     <= 0;
            MemtoReg   <= 0;
            RegWrite   <= 1;
            MemRead    <= 0;
            MemWrite   <= 0;
            Branch     <= 0;
            ALUControl <= 4'b0001;
          end
          default: begin  
            ALUSrc     <= 0;
            MemtoReg   <= 0;
            RegWrite   <= 0;
            MemRead    <= 0;
            MemWrite   <= 0;
            Branch     <= 0;
            ALUControl <= 4'bx;
          end
        endcase
      end
      7'b0000011: begin  
        ALUSrc     <= 1;
        MemtoReg   <= 1;
        RegWrite   <= 1;
        MemRead    <= 1;
        MemWrite   <= 0;
        Branch     <= 0;
        ALUControl <= 4'b0010;
      end
      7'b0100011: begin  
        ALUSrc     <= 1;
        MemtoReg   <= 1'bx;
        RegWrite   <= 0;
        MemRead    <= 0;
        MemWrite   <= 1;
        Branch     <= 0;
        ALUControl <= 4'b0010;
      end
      7'b1100011: begin  
        ALUSrc     <= 0;
        MemtoReg   <= 1'bx;
        RegWrite   <= 0;
        MemRead    <= 0;
        MemWrite   <= 0;
        Branch     <= 1;
        ALUControl <= 4'b0110;
      end
      default: begin  
        ALUSrc     <= 0;
        MemtoReg   <= 0;
        RegWrite   <= 0;
        MemRead    <= 0;
        MemWrite   <= 0;
        Branch     <= 0;
        ALUControl <= 4'bx;
      end
    endcase
  end
end
endmodule
`timescale 1ns / 1ps
module imm_gen(A,B
    );
    input [31:0]A;
    output reg[63:0]B;
    wire [6:0]opcode=A[6:0];
    always @(A)
    begin
         case(opcode)
                     7'b0110011:B=64'b0; 
                     7'b0000011:B={{52{A[31]}},A[31:20]}; 
                     7'b0100011:B={{52{A[31]}},A[31:25],A[11:7]}; 
                     7'b1100011:B={{52{A[31]}},A[31],A[7],A[30:25],A[11:8]}; 
                     default: B=0;
         endcase
    end
endmodule
`timescale 1ns / 1ps
module mux(input sel,
input [63:0]in0,in1,
output reg[63:0] out);
always@(sel,in0,in1)
begin
case(sel)
1'b0:
     begin
          out=in0;
     end
1'b1:
     begin
          out=in1;
     end
endcase
end
endmodule
`timescale 1ns / 1ps
module pc(
input [63:0]pcin,
input clk,rst,
output reg [63:0]pcout
);
always@(posedge clk,posedge rst)  
begin
if(rst)
begin
pcout<=0;
end
else
begin
pcout<=pcin;
end
end
endmodule
`timescale 1ns / 1ps
module pc_ir_add2_mux(
input start,clk,sel,
input [63:0]t3,
output [31:0]inst
    );
     wire [63:0]pcout,t1,t0,pcin;
     reg [63:0]r1=64'd4;
     pc pc_dut(            
  .pcin(pcin),     
  .clk(clk),
  .rst(start),        
  .pcout(pcout));    
    IR IR_dut(              
   .address_in(pcout),
   .inst(inst));
       adder add1(        
  .x(pcout),
  .y(r1),     
  .sum(t0),
  . c( ) );
   adder add2(        
  .x(pcout),
  .y(t3),     
  .sum(t1),
  . c( ) );    
  mux mux1(
   .sel(sel), 
 .in0(t0),.in1(t1),  
   .out(pcin));
endmodule
`timescale 1ns / 1ps
module RF1(
    readData1,readData2,writeData,RegWrite,clk,  readReg1 ,readReg2,writeReg
);
    input clk,RegWrite;
   input [4:0]readReg1 , readReg2,writeReg;
    input[63:0] writeData;
    output reg [63:0]  readData1,readData2;
 integer i;
    reg[63:0] RF[31:0];
    initial
    begin
    for(i=0;i<10;i=i+1)
    begin
    RF[i]=i;
    end
    end
    always @(readReg1,readReg2)
    begin
    readData1 = RF[readReg1];
    readData2 = RF[readReg2];
     end
    always @(posedge clk)
        if (RegWrite) 
                     begin
                          RF[writeReg]<=writeData;
                     end     
endmodule
```
==> results.py <==
# Flow results
metrics = {
    "run_status": {
        "status": "complete, but fails checks",
        "violations": "capacitance limit, slew limit",
    },
    "synthesis": {
        "synth-edff-count": 16770,
        "ys_ff": 16770,
        "async_reset_ff_frac": 0.0002385,
        "synth_cell_types": 98,
        "synth_stat.cells": 27590,
        "yosysWarnings": 138,
        "syn-cell-area_um2": 648300,
        "ys_seq_share": 0.7768,
        "avgSynthCellArea_um2": 23.50,
        "ys.flop_type": "edfxtp_1",
        "synthCells": 27590,
        "ys_area_um2": 648300,
    },
    "cts": {
        "cts_resized": 0,
        "clock-sinks": 16770,
        "cts_buffer_depth": 6,
        "post_cts_buffers": 0,
        "worstSkewPairLatency_ns": 1.36,
        "cts_tree": "done",
        "cts-root-buf": "clkbuf_16",
        "cts_made_buffers": 1761,
        "cts_max_level": 7,
        "ctsHoldBuffers": 0,
        "clkTransAtPathRegs_ns": 0.06,
    },
    "placed_design": {
        "place_area_um2": 685200,
        "dp_hpwl_um": 1257000,
        "routabilityCongestion": 0.9683,
        "portBuffers": 286,
    },
    "floorplan": {
        "die_w_um": 1141,
        "core_um2": 1291000,
        "die_h_um": 1141,
        "ios": 495,
        "rows": 417,
        "fp-utilization": 0.5022,
        "dieArea_um2": 1301000,
    },
    "sta": {
        "finalSetupTns_ns": 0,
        "report.final.slew_viol_count": 26,
        "finClkSkew_ns": 0.1421,
        "period_minus_slack_ns": 131.81,
        "final.period_utilization": 0.4452,
        "tightest_slew_ns": 1.664,
        "slew_headroom": -0.1090,
        "rsz0062_at_grt": "no",
        "finalHoldViolations": 0,
        "setup_viol": 0,
        "max_freq_mhz": 7.587,
    },
    "critical_path": {
        "arrival_ns": 72.59,
        "startpoint_type": "input port",
        "cp_max_fo": 51,
        "critPathCaptureType": "output pin",
        "critical_path_class": "input port to output pin",
        "cp.required_ns": 236.88,
    },
    "detailed_routing": {
        "viasPerCell": 6.400,
        "vias": 313400,
        "wire_per_inst_um": 42.00,
        "route.detailed.drc": 0,
        "drt_iter0_markers": 23130,
        "first_pass_iters": 6,
        "finalWirelength_um": 2056000,
        "antenna_left": 0,
    },
    "global_route": {
        "grt_pass1_wl_um": 2809000,
        "overflow": 0,
        "first_global_vias": 345800,
        "grt_use_total": 0.3636,
        "grt_max_degree": 109,
        "antenna_found_initial": 167,
    },
    "cells_and_area": {
        "drive_gt1_frac": 0.3123,
        "design_area_um2": 739900,
        "area_delta_synth_final_pct": 14.13,
    },
    "job": {
        "cap_violations": 6,
        "warnings": 104,
    },
    "hold_path": {
        "min_path_type": "flop to flop",
    },
}
[layout by cell type (no fill, tap or decap), types with 32 or more instances in the layout]
cell                 n
nor2b_1             33
ha_1               134
and3_1              59
nor2_1             227
bufinv_16          128
clkinv_2           306
o22ai_1             91
nand2_1           1246
nor2_4             269
clkinv_1           440
a31oi_4             51
conb_1             339
mux2i_1            166
a31oi_2             40
a21oi_1            252
diode_2            281
edfxtp_1         16770
a32oi_1             73
clkbuf_16         1782
buf_12              73
nand3_1            260
mux4_2            5103
nand4_1             42
nor3_1              78
o21ai_0             94
a31oi_1             55
inv_1              129
clkdlybuf4s50_1    286
clkinvlp_4          32
buf_4             1822
clkbuf_1           373
[worst max-delay path, cell delays in order]
cell,delay [ns]
clkdlybuf4s50_1,0.48
nor3_1,0.74
nand2_1,0.34
inv_1,0.28
nor2_4,0.15
and2_1,0.26
ha_4,0.71
buf_4,0.64
buf_4,0.64
buf_4,0.48
buf_12,0.42
buf_4,0.67
buf_4,0.66
buf_4,0.58
buf_4,0.64
mux4_2,0.60
mux4_2,0.48
mux2i_1,1.07
buf_4,0.32
o22ai_1,0.24
buf_4,0.25
a211oi_1,0.72
buf_4,0.23
a31oi_1,0.45
buf_4,0.36
clkdlybuf4s50_1,0.61
[metal layers]
| metal | share of wire | global-route usage | vias up |
|---|---|---|---|
| li1 | - | - | 123300 |
| met1 | 0.26 | 0.3966 | 158100 |
| met2 | 0.44 | 0.4654 | 27740 |
| met3 | 0.25 | 0.3795 | 3952 |
| met4 | 0.051 | 0.1337 | 267 |
| met5 | 0.0074 | 0.09183 | - |
[registers in the layout, indices dropped and copies added (netlist names)]
| signal | flops |
|---|---|
| u1.DM.memory | 16384 |
| u1.RF.RF | 384 |
| u2.pc_dut.pcout | 4 |
[synth_stat cells, types with 23 or more instances]
cell type | count | area [um2]
a31oi_1 | 146 | 913.4
inv_1 | 134 | 503.0
o211ai_1 | 25 | 187.7
nand4_1 | 42 | 262.8
a211oi_1 | 32 | 240.2
buf_4 | 218 | 1637
mux2i_1 | 169 | 1692
buf_1 | 446 | 1674
a32oi_1 | 75 | 656.9
nor3_1 | 82 | 410.4
o22ai_1 | 92 | 575.6
nor2_1 | 500 | 1877
a21oi_1 | 267 | 1336
nor4_1 | 29 | 181.4
o31ai_1 | 23 | 172.7
o21ai_0 | 126 | 630.6
a221oi_1 | 23 | 201.4
nand2b_1 | 27 | 168.9
a21o_1 | 31 | 232.7
nand2_1 | 1280 | 4805
xnor2_1 | 39 | 341.6
o21bai_1 | 27 | 202.7
mux4_2 | 5103 | 114900
edfxtp_1 | 16770 | 503500
ha_1 | 135 | 1689
and3_1 | 60 | 375.4
buf_2 | 322 | 1612
nand3_1 | 260 | 1301
nor2b_1 | 33 | 206.5
clkbuf_1 | 734 | 2755
[cell families after synthesis]
kind of cell	count (synthesis)	share of synthesized area
buffers and inverters	1864	0.01270
adder cells (fa/ha/maj)	138	0.002698
other	2	0.00001158
flip-flops	16770	0.7768
AND/OR/NAND/NOR	2402	0.01586
multiplexers	5272	0.1799
AND-OR/OR-AND	1083	0.01126
XOR/XNOR	55	0.0007430
[final cells by class]
type                       count  area [um2]
antenna                      281       703.2
clock buffer                2155       45990
clock inverter               953        7850
fill                       90740      550900
inverter                     142       571.8
multi-input combinational   9289      141500
sequential                 16770      503600
tap                        17180       21490
timing repair buffer        2191       18120
[metrics by stage]
stage | hold slack, ns | cells | utilization | setup WS, ns
floorplan | 0.5781 | 27930 | - | 172.97
finish | 0.6192 | 48960 | 0.5732 | 164.29
global placement | 0.6734 | 45560 | 0.5307 | 164.69
detailed placement | 0.6732 | 45570 | 0.5308 | 164.76
global route | 0.6341 | 48840 | 0.5730 | 163.85
CTS | 0.6143 | 48680 | 0.5725 | 164.74
[final timing paths]
path                               startpoint                   end  slack, ns  cells past startpoint
min in group asynchronous               start    u2.pc_dut.pcout[5]      58.13                      2
min                          u1.RF.RF[31][54]  u1.DM.memory[87][54]       0.62                      2
max reg2reg                u2.pc_dut.pcout[3]       u1.RF.RF[0][23]     282.55                     26
max in group asynchronous               start    u2.pc_dut.pcout[2]     237.82                      2
min reg2reg                  u1.RF.RF[31][54]  u1.DM.memory[87][54]       0.62                      2
max                                     reset         writeData[23]     164.29                     26
